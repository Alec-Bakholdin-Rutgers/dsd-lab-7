==> design.v <==
module ALU( 
	input logic[31:0] SrcA, SrcB,
	input logic[2:0] ALUControl,
	output logic[31:0] ALUResult
);
	always_comb
		case(ALUControl)
			3'b010: ALUResult <= SrcA + SrcB;
			3'b110: ALUResult <= SrcA - SrcB;
			default: ALUResult <= 0;
		endcase
endmodule
==> run.sh <==
#!/bin/bash
# OpenROAD 26Q1-2900-gdf79404cd8, Yosys 0.63+post, stock flow scripts
make -C /OpenROAD-flow-scripts/flow DESIGN_CONFIG=/design/flow/config.mk WORK_HOME=/design/flow/orfs finish
==> config.mk <==
export PLATFORM = sky130hd
export DESIGN_NAME = ALU
export DESIGN_NICKNAME = ALU
export VERILOG_FILES = /design/flow/design.v
export SDC_FILE = /design/flow/constraint.sdc
export NUM_CORES = 4
export LEC_CHECK = 1
export CORE_UTILIZATION = 30
==> constraint.sdc <==
current_design ALU

set clk_period 39.7
set clk_io_pct 0.2

create_clock -name clk0 -period $clk_period

set non_clock_inputs [all_inputs -no_clocks]
set_input_delay [expr $clk_period * $clk_io_pct] -clock clk0 $non_clock_inputs
set_output_delay [expr $clk_period * $clk_io_pct] -clock clk0 [all_outputs]
==> impl_metrics.tcl <==
# flow metrics
set metrics [dict create \
    die_y_um 97.29 \
    netlist_area_um2 2724 \
    grt_util_all_layers 0.1859 \
    area_growth_syn_to_layout_pct 39.96 \
    top_layer_used "met3" \
    layout_top_cells "clkdlybuf4s50_1 (99), a21oi_1 (46), nor2_1 (45), nand2_1 (33), ha_1 (32)" \
    die_w_um 97.29 \
    layout_top_cell "clkdlybuf4s50_1" \
    met2_length_um 3821 \
    grt_max_degree 40 \
    rsz0062_at_grt "no" \
    critPathCaptureType "primary output" \
    place_congestion 0.8794 \
    synth_cell_types 60 \
    critical_path_class "input port to primary output" \
    tool_warnings 32 \
    place_ws_ns 19.34 \
    flop_area_um2 0 \
    initial_utilization 0.3108 \
    synth_top_area_share 0.1470 \
    syn_inst 414 \
    cp-start-kind "input port" \
    avgSynthCellArea_um2 6.579 \
    cellPowerDensity_nw_per_um2 15.80 \
    fin_ws_ns 19.31 \
    yosys_cells 414 \
    row_count 34 \
    status "complete, no violations" \
    min_path_type "input port to primary output" \
    worstPathArrival_ns 12.45 \
    drv_cap 0 \
    placed_area_um2 3812 \
    slew_headroom 0.5745 \
    antenna_found_initial 0 \
    dr_total_vias 3255 \
    min_from "SrcA[0]" \
    flops 0 \
    grt_pass1_vias 2996 \
    min_path_cells 5 \
    cp.required_ns 31.76 \
    synthTopCellsByArea "ha_1 (15%), a21oi_1 (8.5%), xnor2_1 (7.7%)" \
    drc 0 \
    drive_gt1_frac 0.03785 \
    cts_hold_buf 0 \
    chipArea_um2 9464 \
    pin_count 99 \
    met3_length_um 437 \
    io_buffers 99 \
    diodes 0 \
    avgViaCountPerCell 5.336 \
    setup_viol 0 \
    yosysSeqAreaShare 0 \
    leakage_nw 1.515 \
    yosysTopAreaCell "ha_1" \
    final_area_um2 3812 \
    dp_hpwl_um 7652 \
    ctsResizeCount 0 \
    post-cts-setup-buffers 0 \
    routedWlPerCell_um 14.52 \
    dr.first_iter.drc_count 170 \
    hold_path_end "ALUResult[0]" \
    yosysWarnings 1 \
    cp_max_fo 8 \
    wl_met1_um 4600 \
    setup_tns_ns 0 \
    design.core.area_um2 8763 \
    worstMarginPinSlew_ns 0.6382 \
    finalClockPeriodUsage 0.5137 \
    drt_pass1_iterations 4 \
    grt-ovfl-total 0 \
    yosys_area_um2 2724 \
    fmax_mhz 49.04 \
    antenna_left 0 \
    hold_viol 0 \
    finalMaxSlewViolations 0 \
    grt_pass1_wl_um 14520 \
    wirelength_um 8859 \
    fin_crit_ns 20.39 \
    ir_drop_mv 0.005414 \
    clockBufferCount 0 \
]
## power by group
| part | switching, mW | internal, mW | leakage (nW) |
|---|---|---|---|
| registers | 0 | 0 | 0 |
| logic | 0.0304 | 0.0298 | 1.52 |
| clock network | 0 | 0 | 0 |
| total | 0.0304 | 0.0298 | 1.52 |
## cell type report
| class | count | area [um2] |
|---|---|---|
| repair buffers | 101 | 1006 |
| well taps | 108 | 135.1 |
| fillers | 928 | 4951 |
| inverters | 11 | 41.29 |
| multi-input cells | 390 | 2630 |
## metal layers
metal / track usage / up-vias
li1: - / 1714
met1: 0.2963 / 1458
met2: 0.2931 / 83
met3: 0.008053 / 0
met4: 0.004525 / 0
met5: 0 / -
## worst max path at each step
stage     startpoint            end  slack [ns]  cells after the start
4_1_cts      SrcB[8]  ALUResult[31]       19.32                     17
5_1_grt      SrcB[6]  ALUResult[29]       19.01                     16
6_report     SrcB[8]  ALUResult[31]       19.31                     17
## kinds of logic after synthesis
logic type | synth area share
AND-OR/OR-AND | 0.3041
XOR/XNOR | 0.1415
adder cells (fa/ha/maj) | 0.1543
buffers and inverters | 0.03445
AND/OR/NAND/NOR | 0.3656
## Yosys cell counts (all sizes together), types with 3 or more instances
library cell,instances
nor4,4
or4,6
xor2,20
nor3b,7
nor3,23
and2,6
o21ai,22
ha,32
o21bai,7
a21o,7
nor2b,5
nand2,34
nand3b,3
a211o,3
o41ai,3
nand3,21
a21boi,5
a21oi,50
clkbuf,10
nor2,47
o31ai,4
o21a,5
buf,3
xnor2,24
a211oi,4
inv,11
a31oi,5
and3,6
nand4,6
nand2b,7
## metrics by stage
stage | std cells | utilization | total power, mW | hold slack [ns]
final | 610 | 0.4350 | 0.06023 | 16.88
after global routing | 610 | 0.4350 | 0.06704 | 16.93
after CTS | 610 | 0.4350 | 0.06006 | 16.90
after detailed placement | 610 | 0.4350 | 0.05978 | 16.90
after global placement | 610 | 0.4350 | 0.05951 | 16.88
after floorplan | 414 | - | 0.03655 | 16.00
## critical path, stage by stage
cell and delay, ns:
clkdlybuf4s50_1 0.46, or4_4 0.58, or4_4 0.46, nor3_4 0.20
nand2_2 0.13, nor2_8 0.14, a21oi_2 0.07, xnor2_1 0.15
ha_1 0.40, a21oi_1 0.27, o21ai_0 0.15, or3_1 0.33
a31o_2 0.23, o211ai_1 0.24, nand2_1 0.08, o21bai_1 0.14
clkdlybuf4s50_1 0.48
No activity file was given, so power comes from the tool's default toggle rates.
