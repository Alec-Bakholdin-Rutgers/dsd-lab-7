===== flow/config.mk =====
export PLATFORM = sky130hd
export DESIGN_NAME = data_memory
export DESIGN_NICKNAME = data_memory
export VERILOG_FILES = /design/flow/design.v
export SDC_FILE = /design/flow/constraint.sdc
export NUM_CORES = 4
export LEC_CHECK = 1
export CORE_UTILIZATION = 50

===== flow/constraint.sdc =====
current_design data_memory

set clk_period 11.6
set clk_io_pct 0.2

create_clock -name clk0 -period $clk_period [get_ports {clk}]

set non_clock_inputs [all_inputs -no_clocks]
set_input_delay [expr $clk_period * $clk_io_pct] -clock clk0 $non_clock_inputs
set_output_delay [expr $clk_period * $clk_io_pct] -clock clk0 [all_outputs]

===== flow/design.v =====
module data_memory(
    input logic clk, rst,
    input logic[31:0] A, WD,
    input logic WE,
    output logic[31:0] RD, probe
);
    reg[31:0] memory [31:0];
	 initial begin
			for(int i = 0; i < 32; i++) begin
                memory[i] <= i;
			end
	 end
    logic[4:0] low_5_bits;
    assign low_5_bits = A[4:0];
    assign RD = memory[low_5_bits];
    assign probe = memory[low_5_bits];
    always @(posedge clk or negedge rst)
    begin
        if(!rst) begin 
            for(int i = 0; i < 32; i++) begin
                memory[i] <= i;
            end
        end
        else if(WE) begin
		    #1;
            memory[low_5_bits] <= WD;
        end
    end
endmodule

===== flow/run.sh =====
#!/bin/bash
# OpenROAD 26Q1-2900-gdf79404cd8, Yosys 0.63+post, stock flow scripts
make -C /OpenROAD-flow-scripts/flow DESIGN_CONFIG=/design/flow/config.mk WORK_HOME=/design/flow/orfs finish

==> summary.txt <==
Implementation results

TritonCTS built the clock tree. The die is 309.6 um tall. The final hold violation count is 0. The most used flip-flop cell after synthesis is sky130_fd_sc_hd__dfrtp_1. The I/O pin count is 131. The maximum fanout along the worst path is 46. Per the final report, max-transition violations number 0. The signed area change from the synthesized netlist to the final layout is 11.73%. By area the synthesized netlist is led by sky130_fd_sc_hd__dfrtp_1 (50%), sky130_fd_sc_hd__mux2_2 (24%), sky130_fd_sc_hd__nand3_1 (6.3%). Once layout is complete, the utilization of the core stands at 0.5654. The count of mapped cells out of synthesis is 3847.

The fraction of synthesis flops using an asynchronous set or reset pin is 1.000. In this run, distinct cell masters in the synthesized netlist total 47. The sequential-to-total area share from yosys stat is 0.5438. The signal on the critical path passes through buf_4, buf_4, and3b_2, and2_2, buf_4, a221o_1, nor4_1, a21oi_1, clkdlybuf4s50_1. The die area is 95840 um^2. The fraction of synthesized cell area taken by the top area cell type is 0.4994. The number of buffers and inverters on the critical path is 4.

In the Yosys report the total cell count is 3847. The required time of the critical path is 9.28 ns. The congestion estimate from routability-driven global placement came to 0.8844.

The x dimension of the die is 309.6 um. The type of the setup path with the least slack is input pin to output pin. The type of the tightest min-delay check is flip-flop to flip-flop. After detailed routing, the average wire length per cell comes to 29.33 um. The maximum number of pins on one net before global-route repair is 136. The worst setup path is launched from an input pin. In this run the static leakage power is 23.18 nW. The total non-filler cell area in the finished layout is 52850 um^2.

The area of the placeable core is 93470 um^2. The measured slew at the worst slew-check pin is 1.016 ns. Summed over all nets, the half-perimeter wirelength after detailed placement is 82.30 mm. The cell seen most often among critical-path stages is sky130_fd_sc_hd__buf_4. Setup repair after global routing left no endpoint under its margin. The tree is rooted in a sky130_fd_sc_hd__clkbuf_16.

The number of global-route vias before repair is 34210. The total power per unit cell area is 178.4 nW/um^2. In this build the clock could be raised as far as 0.1143 GHz. Recorded from the global router log, the overflow total was 0. The biggest area contributor in the post-synthesis netlist is sky130_fd_sc_hd__dfrtp_1. The most common logic cell in the final layout is sky130_fd_sc_hd__mux2_2.

After the flow finishes, the layout carries non-filler instances totaling 5104. The wire length of the first global-routing pass is 223.6 mm. The cell resize tally after clock tree synthesis is 0.

The initial utilization of the core area, before any placement, comes to 0.5061. The synthesized area is 47300 um^2. For this run, the chip area from Yosys synthesis comes to 47300 um^2.

The worst-skew pair later-pin latency is 0.68 ns. The count of warnings emitted by yosys is 2. The register ranked first by flip-flop count is memory.

Per the detail_route report, vias per standard cell equal 6.485. On the final layout, the worst clock skew is 0 ns. The flip-flop count of the largest register after layout is 1024. The type of destination of the critical path is an output pin. The run finished with clean final reports. The average cell area after synthesis is 12.30 um^2. Of the cells placed in the final design, the portion with a size suffix greater than 1 is 0.3832. On the reported timing paths, the clock transition at the registers reads 0.06 ns.

The number of design rule violations left after detail routing is 0. The tightest hold path in the finished design has a slack of 0.4816 ns. Per the synth log, the flip-flop and latch total comes to 1024. In the final timing run, aggregate negative setup slack is 0 ns. The post-place instance area is 49220 um^2. The worst slew margin relative to its limit is 0.3208. The total track usage is 0.3367.

For this design, the CTS-stage hold fixing added 0 buffers. The number of detailed-routing iterations run before antenna repair is 5. The slack of the worst reg-to-reg path is 10.80 ns. The number of buffers on the longest clock path is 3.

The initial antenna violation count came to 4. The number of placed instances, taps included, is 4900. Looking at the VDD voltage map, the peak drop is 0.1324 mV. Per the CTS log, the maximum H-tree level is 3. Dividing the final minimum period by the clock period gives 0.7545.

The critical path's slowest cell is sky130_fd_sc_hd__and3b_2. The data arrival time of the critical path is 6.43 ns. The routed wire length is 149.7 mm.

Yosys mapped a number of flops with a built-in enable equal to 0. The number of nets with antenna violations after routing is 0. The number of buffer cells added on primary ports is 103. The number of CTS-inserted buffers is 111. The kind of cell adding the most delay to the critical path is buffers and inverters. The shortest period the worst path allows is 8.752 ns. The library cells used most frequently in the layout, excluding fill and tap cells, are sky130_fd_sc_hd__mux2_2 (999), sky130_fd_sc_hd__dfrtp_1 (944), sky130_fd_sc_hd__nand3_1 (574), sky130_fd_sc_hd__buf_4 (137), sky130_fd_sc_hd__nand4_1 (132). The row count is 112. The first routing iteration left 2347 violations. The maximum single-stage delay on the critical path is 0.78 ns. CTS saw 1024 sinks. The final number of setup-violating endpoints is 0. The total number of vias is 33100.

The total tool warning count is 62. The number of max-capacitance violations reported is 0. In the final layout, the registers with the most flip-flops are memory: 1024 flops. The number of setup buffers added after CTS is 0.
[cell type report]
class / instances / area [um^2]
Multi-Input combinational cell: 2377 / 19810
Inverter: 4 / 15.01
Clock inverter: 27 / 329.1
Clock buffer: 176 / 3304
Tap cell: 1254 / 1569
Antenna cell: 1 / 2.502
Timing Repair Buffer: 241 / 2095
Fill cell: 7282 / 40620
Sequential cell: 1024 / 25720
[routing by layer]
| metal | global-route usage | part of all wire |
|---|---|---|
| met1 | 0.4704 | 0.39 |
| met2 | 0.4923 | 0.45 |
| met3 | 0.1423 | 0.11 |
| met4 | 0.1148 | 0.044 |
| met5 | 0.006067 | 0.00088 |
[synthesized netlist by cell type, types with 4 or more instances]
cell / number
sky130_fd_sc_hd__buf_1: 45
sky130_fd_sc_hd__and2_1: 6
sky130_fd_sc_hd__nor3b_2: 4
sky130_fd_sc_hd__nand4_1: 132
sky130_fd_sc_hd__o211ai_1: 33
sky130_fd_sc_hd__nor3b_1: 30
sky130_fd_sc_hd__nor4_1: 35
sky130_fd_sc_hd__mux2_2: 999
sky130_fd_sc_hd__clkbuf_1: 227
sky130_fd_sc_hd__and3_1: 61
sky130_fd_sc_hd__a32oi_1: 5
sky130_fd_sc_hd__or3b_2: 29
sky130_fd_sc_hd__buf_2: 123
sky130_fd_sc_hd__dfrtp_1: 944
sky130_fd_sc_hd__nand2_1: 41
sky130_fd_sc_hd__buf_4: 38
sky130_fd_sc_hd__nand3b_1: 4
sky130_fd_sc_hd__nor2b_1: 5
sky130_fd_sc_hd__dfstp_2: 80
sky130_fd_sc_hd__a2111oi_0: 28
sky130_fd_sc_hd__a21oi_1: 89
sky130_fd_sc_hd__mux2_1: 31
sky130_fd_sc_hd__and3b_1: 5
sky130_fd_sc_hd__o21ai_0: 49
sky130_fd_sc_hd__a221o_1: 56
sky130_fd_sc_hd__a22oi_1: 32
sky130_fd_sc_hd__buf_6: 7
sky130_fd_sc_hd__a22o_1: 30
sky130_fd_sc_hd__nand3_1: 592
sky130_fd_sc_hd__o21ai_1: 14
sky130_fd_sc_hd__inv_1: 4
sky130_fd_sc_hd__nor2_1: 42
[report_power, final]
group          leakage (nW)  switching [W]  internal, W
logic                  8.47       0.000565     0.000709
clock network          1.79        0.00143      0.00209
registers              12.9       0.000331      0.00430
[logic make-up (layout without fill, tap and decap cells)]
kind of cell / after synthesis / in the layout / share of synthesized area
AND-OR/OR-AND: 348 / 348 / 0.05216
multiplexers: 1030 / 1030 / 0.2452
flip-flops: 1024 / 1024 / 0.5438
other: 0 / 1 / 0
buffers and inverters: 446 / 448 / 0.04293
AND/OR/NAND/NOR: 999 / 999 / 0.1159
[per-stage QoR]
step,power (W),worst slack [ns]
after floorplan,0.005473,5.354
after global placement,0.005861,2.943
after detailed placement,0.005949,2.923
after CTS,0.009476,2.916
after global routing,0.009822,2.756
final,0.009431,2.848
[worst paths after layout]
path                               startpoint        endpoint  cells past startpoint
worst max-delay path                     A[1]        probe[2]                      9
worst min register to register  memory[17][5]   memory[17][5]                      1
worst max register to register  memory[9][11]   memory[9][11]                      1
max in group asynchronous                 rst  memory[12][17]                      4
min in group asynchronous                 rst   memory[25][5]                      1
worst min-delay path            memory[17][5]   memory[17][5]                      1
Power is estimated from default activity; no workload was simulated.
